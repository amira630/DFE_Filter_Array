<file path="/design/flow/config.mk">
export PLATFORM = sky130hd
export DESIGN_NAME = APB_Bridge
export DESIGN_NICKNAME = APB_Bridge
export VERILOG_FILES = /design/flow/design.v
export SDC_FILE = /design/flow/constraint.sdc
export NUM_CORES = 4
export LEC_CHECK = 1
export CORE_UTILIZATION = 50
</file>
<file path="/design/flow/constraint.sdc">
current_design APB_Bridge

set clk_period 6.7
set clk_io_pct 0.2

create_clock -name clk0 -period $clk_period [get_ports {PCLK}]

set non_clock_inputs [all_inputs -no_clocks]
set_input_delay [expr $clk_period * $clk_io_pct] -clock clk0 $non_clock_inputs
set_output_delay [expr $clk_period * $clk_io_pct] -clock clk0 [all_outputs]
</file>
<file path="/design/flow/design.v">
module APB_Bridge #(
    parameter   int ADDR_WIDTH  = 32'd32    ,        
    parameter   int DATA_WIDTH  = 32'd32    ,        
    parameter   int COMP        = 32'd4              
)(
    input   logic                           PCLK     ,
    input   logic                           PRESETn  ,
    input   logic                           PREADY   ,
    input   logic                           MTRANS   ,    
    input   logic                           MWRITE   ,
    input   logic [COMP - 1 : 0]            MSELx    ,
    input   logic [ADDR_WIDTH - 1 : 0]      MADDR    ,
    input   logic [DATA_WIDTH - 1 : 0]      PRDATA   ,    
    input   logic [DATA_WIDTH - 12 - 1 : 0] MWDATA   ,    
    output  logic                           PENABLE  ,
    output  logic                           PWRITE   ,    
    output  logic [ADDR_WIDTH - 1 : 0]      PADDR    ,
    output  logic [COMP - 1 : 0]            PSELx    ,
    output  logic [DATA_WIDTH - 12 - 1 : 0] PWDATA   ,
    output  logic [DATA_WIDTH - 1 : 0]      MRDATA        
);
    localparam logic [1 : 0] IDLE     = 2'b00 ; 
    localparam logic [1 : 0] SETUP    = 2'b01 ;
    localparam logic [1 : 0] ACCESS   = 2'b11 ;
    logic [1 : 0] current_state   ;
    logic [1 : 0] next_state      ;
    logic [COMP - 1 : 0]        	SELx_reg    ;
    logic [ADDR_WIDTH - 1 : 0]  	ADDR_reg    ;
    logic [DATA_WIDTH - 12 - 1 : 0] WDATA_reg   ;
    logic                       	WRITE_reg   ;
    always @(posedge PCLK or negedge PRESETn) begin
        if (!PRESETn) begin
            SELx_reg    <= {(COMP){1'b0}}       ;
            WRITE_reg   <= 1'b0                 ;
            ADDR_reg    <= {(ADDR_WIDTH){1'b0}} ;
            WDATA_reg   <= {(DATA_WIDTH){1'b0}} ;
        end
        else begin
            if ((current_state == IDLE) || (current_state == ACCESS && PREADY && MTRANS)) begin
                WRITE_reg   <= MWRITE   ;
                SELx_reg    <= MSELx    ;
                ADDR_reg    <= MADDR    ;
                WDATA_reg   <= MWDATA   ;
            end
        end
    end
    always @(posedge PCLK or negedge PRESETn) begin
        if (!PRESETn) begin
            current_state <= IDLE;  
        end
        else begin
            current_state <= next_state;
        end
    end
    always @(*) begin
        case (current_state)
            IDLE: begin
                if(MTRANS) 
                    next_state = SETUP;
                else 
                    next_state = IDLE;
            end
            SETUP: begin
                next_state = ACCESS;
            end
            ACCESS: begin
                if (!PREADY) 
                    next_state = ACCESS;
                else if (MTRANS)
                    next_state = SETUP;
                else
                    next_state = IDLE;
            end
            default: next_state = IDLE;  
        endcase
    end
    always @(*) begin
        PENABLE = 1'b0                  ;
        PWRITE  = MWRITE                ;
        PADDR   = MADDR                 ;
        PWDATA  = MWDATA                ;
        MRDATA  = {(DATA_WIDTH){1'b0}}  ;
        PSELx   = {(COMP){1'b0}}        ;
        case (current_state)
            SETUP: begin
                PWRITE  = WRITE_reg ;
                PSELx   = SELx_reg  ;
                PADDR   = ADDR_reg  ;
                if (PWRITE) PWDATA = WDATA_reg;
            end
            ACCESS: begin
                PENABLE = 1'b1      ;
                PSELx   = SELx_reg  ;
                PWRITE  = WRITE_reg ;
                PADDR   = ADDR_reg  ;
                if (PWRITE) PWDATA = WDATA_reg  ;
                if (PREADY) MRDATA = PRDATA     ;
            end
            default: ;
        endcase
    end
endmodule
</file>
<file path="/design/flow/run.sh">
#!/bin/bash
# OpenROAD 26Q1-2900-gdf79404cd8, Yosys 0.63+post, stock flow scripts
make -C /OpenROAD-flow-scripts/flow DESIGN_CONFIG=/design/flow/config.mk WORK_HOME=/design/flow/orfs finish
</file>
==> flow_summary.yaml <==
# synthesis and place-and-route metrics
outcome:
  status: "complete, no violations"
setup_path:
  cp_data_required_time_ns: 5.36
  cp-end-kind: "output pin"
  timing.rr.start: "current_state[2]$_DFF_PN0_"
  cp.arrival_ns: 3.27
  crit_top_cell: "clkdlybuf4s50_1"
  slowest_stage: "clkdlybuf4s50_1"
  cp_max_fo: 35
  cp_num_buf_inv: 2
  cpLargestDelayFamily: "buffers and inverters"
  crit_chain: "clkdlybuf4s50_1, and3_1, clkdlybuf4s50_1"
  slowest_delay_ns: 1.10
  startpoint_type: "input pin"
  crit_start: "PREADY"
  path_class: "in -> out"
pwr:
  pwr-share-comb: 0.142
  power_leakage_nw: 2.56
  irDropWorstVdd_uv: 195
  switching_power_mw: 0.164
  p_clk_frac: 0.416
  p_total_mw: 0.820
  seqPwrFrac: 0.442
  internal_power_mw: 0.656
  power.density_nw_per_um2: 155
  switching_share: 0.200
floorplanning:
  die_w_um: 82.7
  core_um2: 6310
  initCoreUtil: 0.515
  die_h_um: 82.7
  ioPinCount: 183
  dieArea_um2: 6840
  row_count: 29
global_route:
  grt_pass1_vias: 2632
  grt_overflow: 0
  antenna_found_initial: 0
  grt_first_pass_wirelength_um: 13600
  grt_max_degree: 46
  grt_util_all_layers: 0.283
cts:
  cts_resized: 0
  ctsHtreeMaxLevel: 3
  cts.clk_slew.worst_paths_ns: 0.06
  ctsHoldBuffers: 0
  cts.sinks: 60
  post_cts_buffers: 0
  insertion_delay_ns: 0.34
  cts_tree: "done"
  numCtsBuffers: 9
  clock_path_buffers: 2
  cts-root-buf: "clkbuf_8"
finish:
  layout.cells.most_common: "clkdlybuf4s50_1"
  fin_area_um2: 5310
  drive_gt1_frac: 0.318
  final_cell_mix: "clkdlybuf4s50_1, mux2_2, dfrtp_1"
  final_util: 0.840
  largest_reg_flops: 32
  final_cells: 492
  syn2layout_area_growth_pct: 63.0
sta:
  holdWs_ns: 0.495
  worst_pin_slew_ns: 0.955
  fin_worst_skew_ns: 0.00590
  min_period_ns: 4.61
  fin_setup_tns_ns: 0
  period_used_share: 0.688
  fmax_mhz: 217
  slew_headroom: 0.362
  drv_slew: 0
  hold_violations: 0
  worst_slack_ns: 2.09
  finalSetupViolCount: 0
  rsz0062_at_grt: "no"
synthesis:
  ys_cells: 232
  netlist_area_um2: 3250
  ys_seq_frac: 0.462
  synthCells: 232
  top_area_cell: "dfrtp_1"
  synthDistinctLibCells: 19
  yosysWarnings: 1
  top_area_frac: 0.454
  synth.avg_cell_area_um2: 14.0
  ys.flops: 60
  ys_area_um2: 3250
  yosys-top-cells-area: "dfrtp_1, mux2_2, mux2_4"
detailed_routing:
  firstDrtPassIters: 4
  wl_met2_um: 4220
  drc: 0
  drt_wl_total_um: 9290
  drtIter0Drc: 57
  wl_per_cell_um: 18.9
  wl_met3_um: 982
  via_per_inst: 5.19
  wl_met1_um: 3780
  highest_layer: "met4"
  dr_total_vias: 2555
  antennaDiodeCount: 0
  ant_nets: 0
hold_path:
  holdCritPathClass: "reg -> reg"
  hold_start: "SELx_reg[3]$_DFFE_PN0P_"
placed_design:
  placed_cell_area_um2: 5100
  gp_congestion: 0.802
  dp.cells: 478
  io_buffers: 182
  dp_hpwl_um: 6130
  post-place-ws_ns: 2.14
run:
  maxCapViolCount: 0
  warning_count: 26
==> area by class of cell <==
class,count,area (µm²)
clock buffers,13,179
clock inverters,1,30.0
fillers,357,1010
inverters,1,3.75
multi-input cells,153,1640
flip-flops and latches,60,1500
well taps,77,96.3
repair buffers,187,1850
==> power by group through the flow <==
stage	combinational [mW]	clock, mW	sequential [mW]
after global routing	0.125	0.364	0.362
after CTS	0.117	0.350	0.362
final	0.116	0.341	0.362
==> Yosys cell counts <==
library cell / number
mux2_2: 77
dfrtp_1: 59
and3_1: 32
mux2_4: 30
buf_2: 6
clkbuf_1: 6
nor2b_1: 5
buf_6: 4
buf_4: 2
mux2_1: 2
a21bo_2: 1
a21o_1: 1
a21oi_1: 1
a31oi_4: 1
dfstp_2: 1
inv_1: 1
nor2_1: 1
nor2_4: 1
o21ai_1: 1
==> layer usage <==
metal | track usage | vias up
met1 | 0.393 | 1224
met5 | 0 | -
met4 | 0.0793 | 0
met3 | 0.130 | 23
li1 | - | 1197
met2 | 0.407 | 111
==> logic make-up after synthesis <==
kind of cell | Yosys count | synth area share
simple gates | 39 | 0.0757
flops | 60 | 0.462
buf+inv | 19 | 0.0358
compound gates | 5 | 0.0150
mux | 109 | 0.412
==> final timing paths <==
check                                             to  cells after the start  slack (ns)
max                                        MRDATA[5]                      3        2.09
min                          SELx_reg[3]$_DFFE_PN0P_                      1        0.50
max reg2reg                WDATA_reg[17]$_DFFE_PN0P_                      4        4.25
min reg2reg                  SELx_reg[3]$_DFFE_PN0P_                      1        0.50
max in group asynchronous   ADDR_reg[18]$_DFFE_PN0P_                      2        4.88
min in group asynchronous   ADDR_reg[20]$_DFFE_PN0P_                      1        0.94
Power is estimated from default activity; no workload was simulated.
