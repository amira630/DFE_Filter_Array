File: flow/config.mk
export PLATFORM = sky130hd
export DESIGN_NAME = dual_modulus_divider
export DESIGN_NICKNAME = dual_modulus_divider
export VERILOG_FILES = /design/flow/design.v
export SDC_FILE = /design/flow/constraint.sdc
export NUM_CORES = 4
export LEC_CHECK = 1
export CORE_AREA = 10 10 70 70
export DIE_AREA = 0 0 80 80
File: flow/constraint.sdc
current_design dual_modulus_divider

set clk_period 1.3
set clk_io_pct 0.2

create_clock -name clk0 -period $clk_period [get_ports {clk_9MHz}]

set non_clock_inputs [all_inputs -no_clocks]
set_input_delay [expr $clk_period * $clk_io_pct] -clock clk0 $non_clock_inputs
set_output_delay [expr $clk_period * $clk_io_pct] -clock clk0 [all_outputs]
File: flow/design.v
module dual_modulus_divider (
    input  clk_9MHz,
    input  rst_n,
    output reg clk_6MHz
);
reg [2:0] counter;
reg toggle;
always @(posedge clk_9MHz or negedge rst_n) begin
    if (!rst_n) begin
        counter <= 3'd0;
        toggle <= 1'b0;
        clk_6MHz <= 1'b0;
    end else begin
        counter <= counter + 1'b1;
        if (toggle) begin
            if (counter == 3'd1) begin
                counter <= 3'd0;
                toggle <= ~toggle;
                clk_6MHz <= ~clk_6MHz;
            end
        end else begin
            if (counter == 3'd0) begin
                toggle <= ~toggle;
                clk_6MHz <= ~clk_6MHz;
            end
        end
    end
end
endmodule
File: flow/run.sh
#!/bin/bash
# OpenROAD 26Q1-2900-gdf79404cd8, Yosys 0.63+post, stock flow scripts
make -C /OpenROAD-flow-scripts/flow DESIGN_CONFIG=/design/flow/config.mk WORK_HOME=/design/flow/orfs finish
==> metrics.yaml <==
outcome:
  status: "completed"
setup_path:
  required_ns: 1.04
  crit_family: "flip-flops"
  crit_slowest_cell: "dfrtp_1"
  cp-end-kind: "output port"
  worstSetupPathType: "flop to output port"
  cp_cell_sequence: "dlygate4sd2_1"
  worst_ep_arrival_time_ns: 0.84
  slowest_delay_ns: 0.36
  cp_max_fo: 2
  path_buffers: 1
  startpoint_type: "flop"
logic_synthesis:
  netlist_area_um2: 246
  yosys-stat-area_um2: 246
  synth_area_per_cell_um2: 11.2
  ys_types: 11
  synth-seq-cells: 5
  synthesis.instances: 22
  ys_warn_count: 1
  yosysSeqAreaShare_pct: 50.8
  yosys_cells: 22
route:
  diodes: 0
  drc_errors: 0
  postRouteAntennaNets: 0
  via_per_inst: 2.28
  drt-pass1-iter-count: 1
  vias: 171
  wl_per_cell_um: 5.17
  drt_wl_total_um: 388
  drt_iter0_markers: 0
final_layout:
  layout_top_cells: "5 x dfrtp_1, 4 x inv_1, 3 x o21ai_0, 3 x ha_1, 3 x clkbuf_4"
  seq_area_um2: 125
  combGateArea_um2: 106
  post-route-util_pct: 10.4
  lay_top_count: "dfrtp_1"
  drive_gt1_share_pct: 20.7
  fillers: 405
  area_growth_pct: 44.7
placement:
  gp_congestion: 0.787
  io_buffers: 2
cts:
  insertion_delay_ns: 0.24
  tritoncts: "done"
  cts.sinks: 5
  cts.htree.levels: 1
  clockBufferDepth: 2
  clk_pin_slew_ns: 0.05
  cts_made_buffers: 3
  cts.root.buffer_cell: "clkbuf_4"
sta:
  final_max_slew_viol_count: 0
  setup_violations: 0
  finalClockSkew_ns: 0.00362
  rsz0062_at_grt: "false"
  period_used_pct: 84.6
  max_freq_mhz: 909
  worst_pin_slew_ns: 0.242
  slew_headroom_pct: 83.8
  period_needed_ns: 1.10
  holdWs_ns: 0.244
  hold_viol: 0
  finalSetupTns_ns: 0
pwr:
  power_switching_mw: 0.0682
  p_clk_share_pct: 52.8
  leakagePower_nw: 0.149
  combPwrFrac_pct: 1.7
  seq_power_share_pct: 45.5
  powerDensity_nw_per_um2: 963
  p_int_mw: 0.275
  peakVddDrop_mv: 0.606
  p_sw_share_pct: 19.9
grt:
  antenna_found_initial: 0
  grt_max_degree: 6
  grtUsageTotal_pct: 1.35
  grt_pass1_vias: 160
  globalRouteOverflowTotal: 0
  grt_first_pass_wirelength_um: 655
die:
  dieWidth_um: 80
  die_y_um: 80
  die-area_um2: 6400
  boundaryPins: 3
  initCoreUtil_pct: 7.22
  core_um2: 3420
  rows: 21
job:
  max_cap_viol_count: 0
  warnings: 27
min_path:
  hold_class: "input port to asynchronous set/reset pin"
==> what timing repair did <==
item / 4_1_cts / 5_1_grt
hold buffers: 0 / 0
endpoints found under the setup margin: 1 / 0
resized: 1 / 0
buffers inserted: 1 / 0
==> cells by family (layout without fill, tap and decap cells) <==
group | after synthesis | in the layout | share of synthesized area [%]
DFF | 5 | 5 | 50.8
buffers and inverters | 4 | 11 | 6.09
AOI/OAI and AO/OA | 6 | 6 | 15.2
and+or+nand+nor | 3 | 3 | 9.13
xor gates and xnor gates | 1 | 1 | 3.55
adders and majority gates | 3 | 3 | 15.2
==> layout make-up <==
class | count | share of cell area, %
Inverter | 4 | 4.21
Sequential cell | 5 | 35.1
Tap cell | 46 | 16.1
Multi-Input combinational cell | 13 | 29.8
Clock buffer | 4 | 7.37
Timing Repair Buffer | 3 | 7.37
==> worst reg2reg max path, cell delays in order (launching register included) <==
cell and delay (ns):
dfrtp_1 0.41, ha_1 0.24, nand2_1 0.13, a21oi_2 0.07
xor2_1 0.13
==> synth_stat cells <==
cell | number | area share (%)
a21oi_2 | 1 | 3.6
a31oi_1 | 1 | 2.5
dfrtp_1 | 5 | 51
ha_1 | 3 | 15
inv_1 | 4 | 6.1
nand2_1 | 1 | 1.5
nand2b_4 | 1 | 5.6
nand3_1 | 1 | 2.0
o21a_1 | 1 | 3.0
o21ai_0 | 3 | 6.1
xor2_1 | 1 | 3.6
==> final timing paths <==
| path | from | end | slack, ns | cells after the start |
|---|---|---|---|---|
| max | clk_6MHz | clk_6MHz | 0.20 | 1 |
| min | rst_n | toggle | 0.24 | 1 |
| max reg2reg | counter[0] | clk_6MHz | 0.21 | 4 |
| min reg2reg | counter[0] | counter[0] | 0.50 | 1 |
| max in group asynchronous | rst_n | counter[2] | 0.86 | 1 |
| min in group clk0 | counter[0] | counter[0] | 0.50 | 1 |
==> routing by layer <==
metal  part of all wire (%)  up-vias  track usage [%]
li1                       -       86                -
met3                    8.0        0             1.59
met5                      0        -                0
met1                     50       82             1.48
met2                     41        3             1.69
met4                      0        0            0.176
==> power by group through the flow <==
stage / registers, mW / logic [mW] / clock network [mW]
CTS: 0.156 / 0.00588 / 0.188
global route: 0.156 / 0.00631 / 0.204
finish: 0.156 / 0.00570 / 0.181
==> registers in the layout, summed over array words and instances, names as in the netlist <==
| name | cells |
|---|---|
| toggle | 1 |
| counter | 3 |
| clk_6MHz | 1 |
==> per-stage QoR <==
step	setup slack (ns)	total power [mW]	instances	cell area, µm²
3_5_place_dp	0.212	0.164	70	324
4_1_cts	0.184	0.350	75	357
5_1_grt	0.0988	0.366	75	357
2_1_floorplan	0.271	0.159	22	246
6_report	0.200	0.343	75	357
3_3_place_gp	0.205	0.164	70	324
Power and IR drop assume default switching activity.
